==> /design/flow/design.v <==
module top #(
    parameter int INITIAL_POSITION = 50
) (
    input  logic        clk,
    input  logic        rst,
    input  logic        valid,
    input  logic        direction,   
    input  logic [7:0]  distance,
    output logic [31:0] count
);
    logic [6:0] position;
    logic [7:0] d, delta, sum, new_pos;
    always_comb begin
        d       = distance;
        delta   = 8'd0;
        sum     = 8'd0;
        new_pos = {1'b0, position};
        if (d >= 8'd100) d = d - 8'd100;
        if (d >= 8'd100) d = d - 8'd100;
        delta = direction ? d : (8'd100 - d);
        sum = {1'b0, position} + delta;
        if (sum >= 8'd100)
            new_pos = sum - 8'd100;
        else
            new_pos = sum;
    end
    always_ff @(posedge clk) begin
        if (rst) begin
            position <= INITIAL_POSITION[6:0];
            count    <= 32'd0;
        end else if (valid) begin
            position <= new_pos[6:0];
            if (new_pos == 8'd0)
                count <= count + 1;
        end
    end
endmodule
==> /design/flow/run.sh <==
#!/bin/bash
# OpenROAD 26Q1-2900-gdf79404cd8, Yosys 0.63+post, stock flow scripts
make -C /OpenROAD-flow-scripts/flow DESIGN_CONFIG=/design/flow/config.mk WORK_HOME=/design/flow/orfs finish
==> /design/flow/config.mk <==
export PLATFORM = sky130hd
export DESIGN_NAME = top
export DESIGN_NICKNAME = top
export VERILOG_FILES = /design/flow/design.v
export SDC_FILE = /design/flow/constraint.sdc
export NUM_CORES = 4
export LEC_CHECK = 1
export CORE_UTILIZATION = 50
==> /design/flow/constraint.sdc <==
current_design top

set clk_period 12.2
set clk_io_pct 0.2

create_clock -name clk0 -period $clk_period [get_ports {clk}]

set non_clock_inputs [all_inputs -no_clocks]
set_input_delay [expr $clk_period * $clk_io_pct] -clock clk0 $non_clock_inputs
set_output_delay [expr $clk_period * $clk_io_pct] -clock clk0 [all_outputs]
==> reports/metrics.yaml <==
coreArea_um2: 5610
most_common_cell: "a21oi_1"
place_area_um2: 3410
edf_count: 0
yosys_warnings: 1
ant_nets: 0
fmax_ghz: 0.109
crit_buf_inv: 3
die_h_um: 78.9
timing.setup.tns_ns: 0
layout-drive-gt1-share: 0.0706
syn_avg_cell_area_um2: 7.93
ctsHoldBuffers: 0
synth.area.top_cells: "dfxtp_1 26%, a21oi_1 6.8%, ha_1 5.9%, or3_1 3.8%, xnor2_1 3.6%"
critPathMostFrequentCell: "ha_1"
vdd_drop_max_uv: 165
yosysUniqueCellTypes: 65
dieWidth_um: 78.9
wl_per_cell_um: 13.2
cts-root-buf: "clkbuf_8"
grt_pass1_wl_um: 10700
status: "finished, final reports clean"
gp_congestion: 0.976
fin_crit_sh: 0.754
cp_slowest_stage_delay_ns: 0.65
ys.flops: 39
firstDrtPassIters: 4
grt_start_max_net_pins: 44
hp-class: "reg2reg"
endpoint_kind: "register"
cts_setup_buffers: 0
dpl.hpwl_um: 4570
period_needed_ns: 9.20
seq_area_frac_synth: 0.264
skew_ns: 0.00359
timing.hold.ws_ns: 0.482
h-tree-depth: 2
top_cells_by_count: "40 x a21oi_1, 39 x dfxtp_1, 26 x nor2_1"
hold_viol_final: 0
worstPathRequired_ns: 12.42
setup_viol: 0
openroad.warnings: 29
clk_latency_ns: 0.29
aoi_share: 0.275
drc: 0
logic_family: "AND-OR/OR-AND gates"
crit_slowest_cell: "or4_1"
maxCapViolations: 0
drt_iter0_drc: 177
slew_headroom: 0.502
overflow: 0
path_max_fanout: 25
fp_util: 0.528
flop_cell: "dfxtp_1"
port_buffers: 43
cts_tree: "yes"
max_slew.worst_pin.slew_ns: 0.747
final_core_util: 0.624
dieArea_um2: 6230
ys_async_sr_fraction: 0
start_kind: "primary input"
yosys.area_share.simple: 0.268
xor_area_frac: 0.0622
synthAdderAreaFrac: 0.0660
grt.total_usage: 0.211
ys_sh_mux: 0.0173
slew_viol_final: 0
via_count: 2885
drt_wl_total_um: 6380
rsz0062_at_grt: "no"
syn-cell-area_um2: 2960
rows: 27
top_area_frac: 0.264
crit_arrival_ns: 9.42
clockBufferDepth: 2
routed_via_density: 5.97
path_clk_slew_ns: 0.08
antenna_cells: 0
io_pins: 44
areaGrowthSynthToFinish_pct: 18.3
clkSinkCount: 39
yosysChipArea_um2: 2960
worstSetupPathType: "in2reg"
antenna_found_initial: 0
cts_resized: 0
power.density_nw_per_um2: 134
final_area_um2: 3500
p_leak_nw: 1.17
synthCells: 373
cts_buffers: 5
yosys.area.top_type: "dfxtp_1"
cpLargestDelayFamily: "simple AND/OR/NAND/NOR gates"
ys_cells: 373
grt_pass1_vias: 2349
-- registers in the layout, indices dropped and copies added, names as in the netlist --
name,flops
position,7
count,32
-- cell usage in the layout (no fill, tap or decap), types with 2 or more instances in the layout --
cell,synthesis,routed
clkdlybuf4s50_1,0,43
nand4_1,11,11
nor4_1,3,3
nand3_1,12,12
nand4_2,2,2
o31ai_1,6,6
nor3_1,6,6
nor2b_1,5,5
nand4b_1,2,2
or4_1,9,9
a21oi_1,40,40
a31oi_1,4,4
a211oi_1,8,8
clkbuf_8,0,5
mux2i_1,4,4
and2_1,4,4
xor2_1,4,4
inv_1,18,18
o21a_1,4,4
o21ai_1,10,10
o32ai_1,2,2
or3_1,18,18
a31o_2,2,2
a21o_1,3,3
ha_1,14,14
o21bai_1,5,5
nor2_1,26,26
o21ai_0,18,18
and4_1,3,3
dfxtp_1,39,39
xnor2_1,12,12
nand2b_1,2,2
or2_2,5,5
o22ai_1,2,2
and3_1,3,3
o211ai_1,2,2
nand2_1,25,25
-- through the flow --
step	setup slack [ns]	power, mW	std cells
finish	3.00	0.468	483
global route	2.49	0.503	483
CTS	3.09	0.468	483
detailed placement	2.81	0.378	475
global placement	2.99	0.381	475
floorplan	4.29	0.337	373
-- tightest hold or removal path, cell delays in order (launching register included) --
cell and delay (ns):
dfxtp_1 0.32, o31ai_1 0.06, a21oi_1 0.05
-- metal layers --
layer / global-route usage / share of wire
met5: 0 / 0
met4: 0.0182 / 0.0096
met3: 0.0233 / 0.045
met2: 0.347 / 0.46
met1: 0.314 / 0.48
-- cell type report --
type	count	area, um^2
clock inverters	2	12.5
well taps	72	90.1
multi-input cells	302	2040
repair buffers	44	438
flip-flops and latches	39	781
clock buffers	6	72.6
inverters	18	67.6
fillers	501	2110
-- logic make-up after synthesis --
kind of cell | Yosys count
adders and majority gates | 15
muxes | 5
DFF | 39
AOI/OAI and AO/OA | 121
buffers and inverters | 32
and+or+nand+nor | 143
xor gates and xnor gates | 18
-- final timing paths --
kind | slack, ns | startpoint | cells past startpoint | end
worst max-delay path | 3.00 | distance[2] | 25 | count[20]
worst min-delay path | 0.48 | count[31] | 2 | count[31]
worst max register to register | 8.20 | position[0] | 12 | count[20]
worst min register to register | 0.48 | count[31] | 2 | count[31]
-- power by group --
| part | internal, mW | total (mW) | switching [mW] |
|---|---|---|---|
| sequential | 0.135 | 0.140 | 0.00478 |
| combinational | 0.101 | 0.241 | 0.140 |
| clock | 0.0400 | 0.0867 | 0.0467 |
| total | 0.276 | 0.468 | 0.192 |
Power is estimated from default activity; no workload was simulated.
